==> design.v <==
module Complete_Adder(input			Clk,	 
						    input			Reset_L,     
							 input         LoadB_L,     
							 input			Run,     
							 input 				 [15:0]  SW,     
							 output logic					Cout,    
							 output logic 		 [6:0]   AhexL,   
																AhexU,   
																BhexL,   
																BhexU    
							 );
logic reset, loadB, loadG;
logic [15:0] R, G;
always_comb
	begin
		reset = ~Reset_L;   
		loadB = ~LoadB_L;
		loadG = ~Run;
	end
register_unit  reg_unit( .loadB,
							  .loadG,
							  .reset,
							  .SW,
							  .G (G),
							  .R (R)							  
							  );
carry_ripple_adder cra (.T (R),
								.U (SW),
								.W (G),
								.v_out (Cout)
								);
HexDriver		Hex0 ( .In0(R[3:0]),
							  .Out0(AhexL) );
HexDriver		Hex1 (.In0(R[7:4]),
							 .Out0(AhexU) );
HexDriver		Hex2 (.In0(R[11:8]),
							 .Out0(BhexL) );
HexDriver		Hex3 ( .In0(R[15:12]),
							  .Out0(BhexU) );
endmodule
module carry_ripple_adder (input [15:0] T, U,
								   output [15:0] W,
								output 			v_out);
		logic		v1, v2, v3;
				adder4 A41 (.A (T[3:0]), .B (U[3:0]), .S (W[3:0]), .c_in (0), .c_out (v1));
				adder4 A42 (.A (T[7:4]), .B (U[7:4]), .S (W[7:4]), .c_in (v1), .c_out (v2));
				adder4 A43 (.A (T[11:8]), .B (U[11:8]), .S (W[11:8]), .c_in (v2), .c_out (v3));
				adder4 A44 (.A (T[15:12]), .B (U[15:12]), .S (W[15:12]), .c_in (v3), .c_out (v_out));
endmodule
module two_one_mux (  input [3:0] M0,
							input [3:0] M1,
					 input		  Sel,
					 output [3:0] M
					 );
always @ (M0 or M1 or Sel)
	begin	
		case (Sel)
			1'b0     : M = M0;
			default	: M = M1;
		endcase
	end
endmodule
module carry_select_adder (input 		[15:0] T, U,
								   output 		[15:0] W,
								   output 		v_out);
		logic		v1, v2, v3, v4, v2_0, v2_1, v3_0, v3_1, v4_0, v4_1;
		logic    [15:0] W0, W1;
				adder4 A1 (.A (T[3:0]), .B (U[3:0]), .S (W[3:0]), .c_in (0), .c_out (v1));
				adder4 A2_0 (.A (T[7:4]), .B (U[7:4]), .S (W0[7:4]), .c_in (0), .c_out (v2_0));
				adder4 A2_1 (.A (T[7:4]), .B (U[7:4]), .S (W1[7:4]), .c_in (1), .c_out (v2_1));
				two_one_mux A2  (.M0 (W0[7:4]), .M1 (W1[7:4]), .Sel (v2), .M (W[7:4]));
				adder4 A3_0 (.A (T[11:8]), .B (U[11:8]), .S (W0[11:8]), .c_in (0), .c_out (v3_0));
				adder4 A3_1 (.A (T[11:8]), .B (U[11:8]), .S (W1[11:8]), .c_in (1), .c_out (v3_1));
				two_one_mux A3  (.M0 (W0[11:8]), .M1 (W1[11:8]), .Sel (v3), .M (W[11:8]));
				adder4 A4_0 (.A (T[15:12]), .B (U[15:12]), .S (W0[15:12]), .c_in (0), .c_out (v4_0));
				adder4 A4_1 (.A (T[15:12]), .B (U[15:12]), .S (W1[15:12]), .c_in (1), .c_out (v4_1));
				two_one_mux A4  (.M0 (W0[15:12]), .M1 (W1[15:12]), .Sel (v4), .M (W[15:12]));
always_comb
	begin
		v2 = (v1 & v2_1) | v2_0;
		v3 = (v2 & v3_1) | v3_0;
		v4 = (v3 & v4_1) | v4_0;
		v_out = v4;
	end
endmodule
module register_unit( input		loadB, 
											loadG,
											reset,
						input logic [15:0] SW,
						input logic [15:0] G,
						output logic[15:0] R);
	always_ff @ (posedge loadB or posedge loadG or posedge reset)
	begin
		if(reset)
			R <= 16'b0000000000000000;
		else if (loadB)
			R <= SW;
		else if (loadG)
			R <= G;
	end
endmodule
module full_adder (input x, y, z,
							output s, c);
		assign s = x^y;
		assign c = (x&y)|(y&z)|(x&z);
endmodule
module half_adder (input a, b,
						 output p, g);
		assign p = a^b;
		assign g = (a&b);
endmodule
module cla_adder4 (input [3:0] A, B,
						 input		   c_in,
						 output [3:0] S,
						 output		c_out);
		logic		c1, c2, c3, p1, p2, p3, p4, g1, g2, g3, g4, g0_0, g1_0, g2_0, g3_0;
		half_adder A1 (.a (A[0]), .b (B[0]), .p (p1), .g (g1));
		half_adder A2 (.a (A[1]), .b (B[1]), .p (p2), .g (g2));
		half_adder A3 (.a (A[2]), .b (B[2]), .p (p3), .g (g3));
		half_adder A4 (.a (A[3]), .b (B[3]), .p (p4), .g (g4));
always_comb
	begin	
		g0_0 = c_in;
		S[0] = g0_0 ^ p1;
		g1_0 = (c_in & p1)|g1;
		S[1] = g1_0 ^ p2;
		g2_0 = (g1_0 & p2)|g2;
		S[2] = g2_0 ^ p3;
		g3_0 = (g2_0 & p3)|g3;
		S[3] = g3_0 ^ p4;
		c_out = (g3_0 & p4)|g4;		
	end
endmodule
module carry_lookahead_adder (input 		[15:0] T, U,
								      output 		[15:0] W,
								      output 		v_out);
		logic		v1, v2, v3;								
		cla_adder4 A41 (.A (T[3:0]), .B (U[3:0]), .S (W[3:0]), .c_in (0), .c_out (v1));
		cla_adder4 A42 (.A (T[7:4]), .B (U[7:4]), .S (W[7:4]), .c_in (v1), .c_out (v2));
		cla_adder4 A43 (.A (T[11:8]), .B (U[11:8]), .S (W[11:8]), .c_in (v2), .c_out (v3));
		cla_adder4 A44 (.A (T[15:12]), .B (U[15:12]), .S (W[15:12]), .c_in (v3), .c_out (v_out));
endmodule
module adder4 (input [3:0] A, B,
					input		   c_in,
					output [3:0] S,
					output		c_out);
		logic		c1, c2, c3;
		full_adder FA0 (.x (A[0]), .y (B[0]), .z (c_in), .s (S[0]), .c (c1));
		full_adder FA1 (.x (A[1]), .y (B[1]), .z (c1), .s (S[1]), .c (c2));
		full_adder FA2 (.x (A[2]), .y (B[2]), .z (c2), .s (S[2]), .c (c3));
		full_adder FA3 (.x (A[3]), .y (B[3]), .z (c3), .s (S[3]), .c (c_out));
endmodule
module HexDriver (input [3:0] In0,
						output logic [6:0] Out0);
always_comb
begin
	unique case (In0)
		8'b00000000 : Out0 = 7'b1000000;  
		8'b00000001 : Out0 = 7'b1111001;  
		8'b00000010 : Out0 = 7'b0100100;  
		8'b00000011 : Out0 = 7'b0110000;  
		8'b00000100 : Out0 = 7'b0011001;  
		8'b00000101 : Out0 = 7'b0010010;  
		8'b00000110 : Out0 = 7'b0000010;  
		8'b00000111 : Out0 = 7'b1111000;  
		8'b00001000 : Out0 = 7'b0000000;  
		8'b00001001 : Out0 = 7'b0010000;  
		8'b00001010 : Out0 = 7'b0001000;  
		8'b00001011 : Out0 = 7'b0000011;  
		8'b00001100 : Out0 = 7'b1000110;  
		8'b00001101 : Out0 = 7'b0100001;  
		8'b00001110 : Out0 = 7'b0000110;  
		8'b00001111 : Out0 = 7'b0001110;  
		default : Out0 = 7'bX;
	endcase
end
endmodule
==> run.sh <==
#!/bin/bash
# OpenROAD 26Q1-2900-gdf79404cd8, Yosys 0.63+post, stock flow scripts
make -C /OpenROAD-flow-scripts/flow DESIGN_CONFIG=/design/flow/config.mk WORK_HOME=/design/flow/orfs finish
==> config.mk <==
export PLATFORM = sky130hd
export DESIGN_NAME = Complete_Adder
export DESIGN_NICKNAME = Complete_Adder
export VERILOG_FILES = /design/flow/design.v
export SDC_FILE = /design/flow/constraint.sdc
export NUM_CORES = 4
export LEC_CHECK = 1
export CORE_UTILIZATION = 30
==> constraint.sdc <==
current_design Complete_Adder

set clk_period 2.5
set clk_io_pct 0.2

create_clock -name clk0 -period $clk_period

set non_clock_inputs [all_inputs -no_clocks]
set_input_delay [expr $clk_period * $clk_io_pct] -clock clk0 $non_clock_inputs
set_output_delay [expr $clk_period * $clk_io_pct] -clock clk0 [all_outputs]
==> out/qor.json <==
{
  "run_status": "finished clean",
  "synth.yosys.chip_area_um2": 2084,
  "timing.critical_path.slowest_cell_delay_ns": 0.45,
  "cpLargestDelayFamily": "buffers and inverters",
  "floorplan.die.height_um": 85.36,
  "largest_reg_flops": 16,
  "drt.antenna.violating_nets": 0,
  "first_pass_iters": 5,
  "finalWorstSetupSlack_ns": 0.07695,
  "gr-usage-all-layers_pct": 12.74,
  "grt_pass1_vias": 1664,
  "yosys_warnings": 5,
  "dpl.hpwl_um": 3468,
  "maximum_resistive_drop_on_vdd_uv": 53.95,
  "largest-register": "reg_unit.R",
  "finalClockPeriodUsage_pct": 96.92,
  "synthesis.instances": 222,
  "path_class": "in2out",
  "report.final.hold_viol_count": 0,
  "detail_route.antenna_diodes": 0,
  "warnings": 57,
  "drc_errors": 0,
  "layout_cells_sized_above_1_pct": 14.13,
  "setup_tns_ns": 0,
  "synth_flops": 16,
  "peak_freq_ghz": 0.4127,
  "die.size.x_um": 85.36,
  "gp_routability_congestion": 0.8279,
  "fp_util_pct": 30.85,
  "final_setup_violating_endpoints": 0,
  "worstPathBufferInverterCount": 2,
  "postRouteWirelength_um": 4498,
  "antenna_found_initial": 0,
  "async_reset_ff_share_pct": 100.0,
  "grt_remaining_overflow": 0,
  "crit_path_max_fanout": 2,
  "detailedRoute.firstIterationViolations": 36,
  "commonest_flop": "sky130_fd_sc_hd__dfbbn_1",
  "first_pass_grt_wire_length_um": 7590,
  "power.leakage_nw": 1.211,
  "port-buffer-count": 48,
  "instances_no_fill": 356,
  "critical_path_required_ns": 2.00,
  "number_of_register_pins_that_no_clock_reaches": 16,
  "worst_slew_pin_slew_ns": 0.6957,
  "ordered_list_of_cells_on_the_worst_path": "clkdlybuf4s50_1 -> ha_2 -> nor3_2 -> o311ai_2 -> a21oi_1 -> a211oi_2 -> buf_2",
  "placement_rows": 30,
  "critical-path-slowest-cell": "sky130_fd_sc_hd__clkdlybuf4s50_1",
  "reg.largest.list": "reg_unit.R x16",
  "worst_hold_slack_ns": 1.687,
  "postSynthAreaPerCell_um2": 9.390,
  "syn_area_um2": 2084,
  "sort_of_element_at_the_start_of_the_critical_path": "primary input",
  "power_density_nw_per_um2": 103.5,
  "enable_flop_cells": 0,
  "timing.final.max_slew_violations": 0,
  "slew-limit-headroom_pct": 53.47,
  "finish.instance_area_um2": 2826,
  "place_inst": 355,
  "pin_count_of_the_biggest_net_entering_global_routing": 18,
  "placement.cell_area_um2": 2741,
  "crit_arrival_ns": 1.92,
  "via_count": 1826,
  "synth_cell_types": 31,
  "viasPerCell": 5.129,
  "timing.critical_path.to_type": "output port",
  "design.portCount": 49,
  "chipArea_um2": 7285,
  "avgRoutedWirePerCell_um": 12.63,
  "yosysCellCount": 222,
  "synth_sequential_area_ratio_pct": 24.97,
  "unconstrained_endpoints": 44,
  "min_clock_period_post_route_ns": 2.423,
  "core_area_um2": 6756,
  "hp-class": "in2out",
  "area.growth.synth_to_final_pct": 35.59,
  "post-place-ws_ns": -0.4593,
  "n_fill_cell": 653,
  "max_cap_violations": 0
}
-- layer usage --
| metal | share of wire (%) | track usage [%] |
|---|---|---|
| met4 | 0 | 0 |
| met3 | 2.3 | 0.3949 |
| met1 | 49 | 18.84 |
| met2 | 48 | 22.73 |
| met5 | 0 | 0 |
-- repair_timing --
action                     4_1_cts  5_1_grt
hold buffers                     0        0
resized                         18        8
setup endpoints to repair        1        1
pin swaps                        5        6
setup buffers                    1        0
-- where the power goes --
part	leakage [nW]	switching, mW	internal (mW)
clock network	0	0	0
registers	0.216	0.0257	0.0382
logic	0.995	0.0896	0.139
-- final timing paths --
| path | startpoint | endpoint | slack [ns] | cells past startpoint |
|---|---|---|---|---|
| min | SW[13] | Cout | 1.69 | 6 |
| max | SW[15] | Cout | 0.08 | 7 |
-- final cells by class --
type	count	area (um2)	area share, %
Sequential cell	16	520.5	18.42
Timing Repair Buffer	68	628.1	22.22
Multi-Input combinational cell	185	1551	54.89
Tap cell	80	100.1	3.541
Inverter	7	26.28	0.9296
-- synth_stat cells (all sizes together), types with 2 or more instances --
| cell type | number | area share [%] |
|---|---|---|
| o32ai | 2 | 0.84 |
| nor2 | 22 | 4.0 |
| o21a | 16 | 5.8 |
| a32o | 4 | 1.9 |
| o22ai | 4 | 1.2 |
| dfbbn | 16 | 25 |
| mux4 | 4 | 4.5 |
| a21oi | 6 | 1.4 |
| o211ai | 2 | 0.72 |
| clkbuf | 3 | 0.54 |
| nand2b | 2 | 0.60 |
| ha | 40 | 24 |
| a22o | 3 | 1.3 |
| or3b | 3 | 1.3 |
| inv | 7 | 1.3 |
| mux2i | 15 | 7.2 |
| o21ai | 16 | 3.8 |
| a211oi | 2 | 0.96 |
| nand3b | 6 | 2.2 |
| nor3 | 5 | 1.2 |
| buf | 11 | 2.6 |
| nand2 | 24 | 4.3 |
| nor2b | 4 | 1.2 |
-- worst min-delay path, stage by stage --
cell,delay [ns]
sky130_fd_sc_hd__dlymetal6s2s_1,0.18
sky130_fd_sc_hd__o32ai_4,0.16
sky130_fd_sc_hd__a2111oi_4,0.05
sky130_fd_sc_hd__a21oi_1,0.14
sky130_fd_sc_hd__a211oi_2,0.07
sky130_fd_sc_hd__buf_2,0.10
-- cell families after synthesis --
kind of cell               count (synthesis)  share of synthesized area [%]
and+or+nand+nor                           67                          15.01
muxes                                     19                          11.70
DFF                                       16                          24.97
buffers and inverters                     21                          4.442
adders and majority gates                 40                          24.01
AOI/OAI and AO/OA                         59                          19.87
-- metrics by stage --
stage / power [mW] / util (%)
4_1_cts: 0.2918 / 41.22
2_1_floorplan: 0.1551 / -
3_5_place_dp: 0.2876 / 40.57
3_3_place_gp: 0.2843 / 40.57
5_1_grt: 0.3259 / 41.83
6_report: 0.2924 / 41.83
-- cell usage in the layout (no fill, tap or decap), types with 6 or more instances in the layout --
cell	synthesis	routed
sky130_fd_sc_hd__clkdlybuf4s50_1	0	40
sky130_fd_sc_hd__ha_1	40	34
sky130_fd_sc_hd__nand2_1	24	24
sky130_fd_sc_hd__nor2_1	22	22
sky130_fd_sc_hd__buf_4	0	20
sky130_fd_sc_hd__o21a_1	16	16
sky130_fd_sc_hd__dfbbn_1	16	16
sky130_fd_sc_hd__mux2i_1	15	15
sky130_fd_sc_hd__o21ai_0	13	12
sky130_fd_sc_hd__inv_1	7	7
sky130_fd_sc_hd__nand3b_1	6	6
sky130_fd_sc_hd__ha_2	0	6
Power is estimated from default activity; no workload was simulated.
